`flow/config.mk`:
```
export PLATFORM = sky130hd
export DESIGN_NAME = top
export DESIGN_NICKNAME = top
export VERILOG_FILES = /design/flow/design.v
export SDC_FILE = /design/flow/constraint.sdc
export NUM_CORES = 4
export LEC_CHECK = 1
export CORE_UTILIZATION = 40
```
`flow/design.v`:
```
`timescale 1ns / 1ps
module clock_divider(
    input clk,
    output reg clk_1Hz
);
reg [23:0] counter;
initial begin
    clk_1Hz = 0;
    counter = 0;
end
always @(posedge clk) begin
    if(counter == 12_000_000 - 1) begin
        clk_1Hz <= ~clk_1Hz;
        counter <= 0;
    end
    else
        counter <= counter + 1;
end
endmodule
`timescale 1ns / 1ps
module debounce_filter(
    input clk,
    input btn_in,
    output reg btn_out
);
reg [1:0] shift_reg;
initial begin
    shift_reg = 2'b00;
    btn_out = 1'b0;
end
always @(posedge clk) begin
    shift_reg <= {shift_reg[0], btn_in};
    if(shift_reg == 2'b11)
        btn_out <= 1'b1;
    else if(shift_reg == 2'b00)
        btn_out <= 1'b0;
end
endmodule
`timescale 1ns / 1ps
module seven_segment(
    input [3:0] value,
    output reg [6:0] segments
);
always @(*) begin
    case(value)
        4'd0: segments = 7'b1000000;  
        4'd1: segments = 7'b1111001;  
        4'd2: segments = 7'b0100100;  
        4'd3: segments = 7'b0110000;  
        4'd4: segments = 7'b0011001;  
        4'd5: segments = 7'b0010010;  
        4'd6: segments = 7'b0000010;  
        4'd7: segments = 7'b1111000;  
        4'd8: segments = 7'b0000000;  
        4'd9: segments = 7'b0010000;  
        default: segments = 7'b1111111;  
    endcase
end
endmodule
`timescale 1ns / 1ps
module top(
    input clk,                
    input rst_n,              
    input pedestrian_btn,     
    output [2:0] vehicle_light,   
    output [1:0] pedestrian_light,  
    output [6:0] seg7         
);
wire clk_1Hz;
wire pedestrian_btn_debounced;
wire [3:0] countdown_value;
clock_divider clk_div(
    .clk(clk),
    .clk_1Hz(clk_1Hz)
);
debounce_filter debouncer(
    .clk(clk_1Hz),
    .btn_in(pedestrian_btn),
    .btn_out(pedestrian_btn_debounced)
);
traffic_controller_fsm controller(
    .clk(clk_1Hz),
    .rst_n(rst_n),
    .pedestrian_btn(pedestrian_btn_debounced),
    .vehicle_light(vehicle_light),
    .pedestrian_light(pedestrian_light),
    .countdown_value(countdown_value)
);
seven_segment display(
    .value(countdown_value),
    .segments(seg7)
);
endmodule
`timescale 1ns / 1ps
module traffic_controller_fsm(
    input clk,                
    input rst_n,              
    input pedestrian_btn,     
    output reg [2:0] vehicle_light,   
    output reg [1:0] pedestrian_light,  
    output [3:0] countdown_value     
);
parameter [2:0] 
    VEHICLE_GREEN  = 3'b001,
    VEHICLE_YELLOW = 3'b010,
    VEHICLE_RED    = 3'b100;
parameter [1:0]
    PEDESTRIAN_RED   = 2'b10,
    PEDESTRIAN_GREEN = 2'b01;
parameter VEHICLE_GREEN_TIME = 15;
parameter VEHICLE_YELLOW_TIME = 3;
parameter PEDESTRIAN_GREEN_TIME = 10;
reg [2:0] current_state, next_state;
reg [5:0] timer;
reg pedestrian_request;
assign countdown_value = (current_state == VEHICLE_RED) ? 
                        ((timer < PEDESTRIAN_GREEN_TIME) ? (PEDESTRIAN_GREEN_TIME - timer) : 0) : 0;
always @(posedge clk or negedge rst_n) begin
    if(!rst_n) begin
        current_state <= VEHICLE_GREEN;
        timer <= 0;
        pedestrian_request <= 0;
    end
    else begin
        current_state <= next_state;
        if(current_state != next_state)
            timer <= 0;
        else
            timer <= timer + 1;
        if(pedestrian_btn && !pedestrian_request)
            pedestrian_request <= 1'b1;
        else if(current_state == VEHICLE_RED)
            pedestrian_request <= 1'b0;
    end
end
always @(*) begin
    case(current_state)
        VEHICLE_GREEN: begin
            if((timer == VEHICLE_GREEN_TIME-1) || pedestrian_request)
                next_state = VEHICLE_YELLOW;
            else
                next_state = VEHICLE_GREEN;
        end
        VEHICLE_YELLOW: begin
            if(timer == VEHICLE_YELLOW_TIME-1)
                next_state = VEHICLE_RED;
            else
                next_state = VEHICLE_YELLOW;
        end
        VEHICLE_RED: begin
            if(timer == PEDESTRIAN_GREEN_TIME-1)
                next_state = VEHICLE_GREEN;
            else
                next_state = VEHICLE_RED;
        end
        default: next_state = VEHICLE_GREEN;
    endcase
end
always @(*) begin
    case(current_state)
        VEHICLE_GREEN: begin
            vehicle_light = 3'b001;
            pedestrian_light = PEDESTRIAN_RED;
        end
        VEHICLE_YELLOW: begin
            vehicle_light = 3'b010;
            pedestrian_light = PEDESTRIAN_RED;
        end
        VEHICLE_RED: begin
            vehicle_light = 3'b100;
            pedestrian_light = PEDESTRIAN_GREEN;
        end
        default: begin
            vehicle_light = 3'b001;
            pedestrian_light = PEDESTRIAN_RED;
        end
    endcase
end
endmodule
```
`flow/run.sh`:
```
#!/bin/bash
# OpenROAD 26Q1-2900-gdf79404cd8, Yosys 0.63+post, stock flow scripts
make -C /OpenROAD-flow-scripts/flow DESIGN_CONFIG=/design/flow/config.mk WORK_HOME=/design/flow/orfs finish
```
`flow/constraint.sdc`:
```
current_design top

set clk_period 5.4
set clk_io_pct 0.2

create_clock -name clk0 -period $clk_period [get_ports {clk}]

set non_clock_inputs [all_inputs -no_clocks]
set_input_delay [expr $clk_period * $clk_io_pct] -clock clk0 $non_clock_inputs
set_output_delay [expr $clk_period * $clk_io_pct] -clock clk0 [all_outputs]
```
==> flow_summary.yaml <==
# flow metrics
status:
  status: "complete, no violations"
worst_setup_path:
  endpoint_kind: "flip-flop"
  setup.worst_path.start: "clk_div.counter[9]$_SDFF_PN0_"
  crit_fanout: 10
  arrival_ns: 2.00
  r2r_cells: 4
  crit_end: "clk_div.clk_1Hz$_DFFE_PN_"
  r2r-end: "clk_div.clk_1Hz$_DFFE_PN_"
  critical_path_class: "flip-flop to flip-flop"
  start_kind: "flip-flop"
  crit_required_ns: 5.37
  reg2reg_setup_slack_ns: 3.38
  reg2reg_from: "clk_div.counter[9]$_SDFF_PN0_"
routing:
  initialDrtViolationCount: 58
  finalWirelength_um: 3410
  wl_per_cell_um: 11.6
  route.detailed.drc: 0
  antenna_left: 0
  via_per_inst: 5.17
  n_antenna_cell: 0
  dr.pass1.iters: 4
  via_count: 1525
floorplan:
  dieWidth_um: 71.9
  pin_count: 15
  die_y_um: 71.9
  chipArea_um2: 5180
  rows: 25
  fp_util_pct: 41.4
  core_region_area_um2: 4720
final_timing:
  layout_min_cycle_time_ns: 2.02
  unclocked_regs: 13
  final.setup.tns_ns: 0
  drv_slew: 0
  untimed_endpoints: 25
  rsz0062_at_grt: "false"
  hold_violations: 0
  fin_crit_sh_pct: 37.5
  layout_setup_ws_ns: 3.38
  finClkSkew_ns: 0.00491
  setup_viol: 0
  tightestPinTransition_ns: 0.834
  max_freq_mhz: 494
  slew_headroom_pct: 44.4
place:
  dpl.cell_count: 291
  hpwl_um: 2590
  gp_congestion: 0.858
  port_buffers: 14
  post-place-ws_ns: 3.39
clock_network:
  cts-root-buf: "clkbuf_8"
  cts_hold_buf: 0
  cts_buffers: 3
  clock_path_buffers: 2
  cts_tree: "done"
  ctsResizeCount: 0
  clk_pin_slew_ns: 0.08
  h-tree-depth: 1
  clk_latency_ns: 0.26
  postCtsSetupRepairBufs: 0
synth:
  yosysWarnings: 4
  ys_sh_xor_pct: 7.16
  ys_ff: 38
  simple_gate_share_pct: 27.1
  ff_type: "dfxtp_1"
  yosys.area.top_type: "dfxtp_1"
  syn_area_um2: 1960
  muxShareOfSynthArea_pct: 1.02
  avgSynthCellArea_um2: 9.14
  ys_sh_aoi_pct: 13.0
  edf_count: 1
  synth_cells: 214
  top_logic_kind: "simple AND/OR/NAND/NOR gates"
  synthAdderAreaFrac_pct: 6.27
  topCellsByArea: "dfxtp_1 28%, dfrtp_1 12%, ha_1 5.8%, xor2_1 4.0%, nand3_1 3.8%"
  ys_cells: 214
  top_area_share_pct: 27.6
  yosysSeqAreaShare_pct: 42.0
  ys_types: 53
  synth_chip_area_um2: 1960
  synthArstFlopShare_pct: 26.3
final_layout:
  final.fill_count: 459
  drive_gt1_share_pct: 7.89
  largest_reg_flops: 24
  layout.cells.most_common: "dfxtp_1"
  top_regs: "clk_div.counter: 24 flops, controller.timer: 6 flops, controller.current_state: 3 flops"
  syn2layout_area_growth_pct: 13.3
  final_cell_mix: "27 x dfxtp_1, 17 x nor2_1, 15 x nand3_1, 14 x nand2_1, 14 x clkdlybuf4s50_1"
  fin_cells: 295
  top_register: "clk_div.counter"
run:
  warning_count: 31
  maxCapViolCount: 0
pwr:
  power_density_nw_per_um2: 133
  p_leak_nw: 0.863
  peakVddDrop_uv: 142
grt:
  grt_pass1_wl_um: 6340
  grt_pass1_vias: 1393
  grt_max_degree: 15
  grt.overflow.total: 0
  antenna_found_initial: 0
  grtUsageTotal_pct: 15.3
hold_path:
  hp-class: "flip-flop to flip-flop"
==> cell type report <==
cell class / count / area [um2] / share of cell area (%)
Clock buffer: 4 / 45.0 / 2.03
Inverter: 12 / 45.0 / 2.03
Multi-Input combinational cell: 159 / 1070 / 48.4
Sequential cell: 38 / 822 / 37.1
Tap cell: 67 / 83.8 / 3.78
Timing Repair Buffer: 15 / 148 / 6.66
==> where the power goes <==
part / internal (W) / switching (W)
clock: 0.0000526 / 0.0000538
sequential: 0.000185 / 0
combinational: 0.00000125 / 0.00000141
==> cell families (layout without fill, tap and decap cells) <==
| group | Yosys count | after routing |
|---|---|---|
| buf+inv | 17 | 31 |
| compound gates | 39 | 39 |
| flops | 38 | 38 |
| xor+xnor | 16 | 16 |
| fa+ha+maj | 10 | 10 |
| simple gates | 92 | 92 |
| mux | 2 | 2 |
==> how the worst min path moves through the flow <==
stage / start / endpoint / slack (ns) / cells after the start
4_1_cts: clk_div.counter[0]$_SDFF_PN0_ / clk_div.counter[0]$_SDFF_PN0_ / 0.49 / 1
5_1_grt: clk_div.counter[0]$_SDFF_PN0_ / clk_div.counter[0]$_SDFF_PN0_ / 0.52 / 1
6_report: clk_div.counter[0]$_SDFF_PN0_ / clk_div.counter[0]$_SDFF_PN0_ / 0.49 / 1
==> per-layer routing <==
layer | track usage (%) | vias to the layer above | part of all wire [%]
li1 | - | 804 | -
met1 | 25.3 | 696 | 51
met2 | 23.6 | 21 | 46
met3 | 1.27 | 4 | 2.5
met4 | 1.31 | 0 | 0.50
met5 | 0 | - | 0
==> critical path, stage by stage, from the launching register on <==
cell and delay (ns):
dfxtp_1 0.38, nor4bb_1 0.33, nand4_1 0.22, nor4_2 0.52, buf_4 0.28
==> per-stage QoR <==
| stage | util (%) | hold slack (ns) | area (um2) | total power [W] |
|---|---|---|---|---|
| 6_report | 46.9 | 0.495 | 2220 | 0.000294 |
| 2_1_floorplan | - | 0.441 | 1960 | 0.000190 |
| 4_1_cts | 46.9 | 0.492 | 2220 | 0.000299 |
| 3_3_place_gp | 46.0 | 0.464 | 2170 | 0.000192 |
| 5_1_grt | 46.9 | 0.519 | 2220 | 0.000309 |
| 3_5_place_dp | 46.0 | 0.472 | 2170 | 0.000192 |
==> synthesized netlist by cell type, types with 2 or more instances <==
library cell,number
o31ai_1,2
and4_1,4
a21oi_2,2
a21oi_1,10
nand2b_1,2
nand2_1,14
nand3_1,15
nor2_1,17
dfrtp_1,9
nand4_1,7
xor2_1,9
nor4_1,2
a31oi_1,2
nor4bb_1,2
or3_2,2
clkbuf_1,4
o21ai_0,9
mux2i_1,2
inv_1,11
ha_1,9
or3_1,4
and3_1,3
xnor2_1,7
and2_1,2
o21a_1,3
dfxtp_1,27
nor3_1,5
or4_4,3
a21o_1,2
No activity file was given, so power comes from the tool's default toggle rates.
